$ cat flow/config.mk
export PLATFORM = sky130hd
export DESIGN_NAME = control
export DESIGN_NICKNAME = control
export VERILOG_FILES = /design/flow/design.v
export SDC_FILE = /design/flow/constraint.sdc
export NUM_CORES = 4
export LEC_CHECK = 1
export CORE_AREA = 10 10 70 70
export DIE_AREA = 0 0 80 80
$ cat flow/constraint.sdc
current_design control

set clk_period 1.6
set clk_io_pct 0.2

create_clock -name clk0 -period $clk_period

set non_clock_inputs [all_inputs -no_clocks]
set_input_delay [expr $clk_period * $clk_io_pct] -clock clk0 $non_clock_inputs
set_output_delay [expr $clk_period * $clk_io_pct] -clock clk0 [all_outputs]
$ cat flow/design.v
module control(in,func,branchf,regdest,alusrc,memtoreg,regwrite,memread,memwrite,branch,aluop0,aluop1,aluop2,aluop3,jcntrl,jrcntrl,jalcntrl,alusrcz);
input [5:0] 
in,
func;	 
input [4:0]
branchf; 
output [2:0] branch;
output regdest,alusrc,memtoreg,regwrite,memread,memwrite,aluop0,aluop1,aluop2,aluop3,jcntrl,jrcntrl,jalcntrl,alusrcz;
wire rformat,lw,sw,beq,bneq,bgez,bgtz,blez,bltz,andi,ori,jump,jr;	
assign jr=~|in & 												 
		  ((~func[5])& (~func[4])&func[3]&(~func[2])&(~func[1])&(~func[0]));
assign rformat=~|in & ~jr;										 
assign lw=in[5]& (~in[4])&(~in[3])&(~in[2])&in[1]&in[0];		 
assign sw=in[5]& (~in[4])&in[3]&(~in[2])&in[1]&in[0];			 
assign beq=~in[5]& (~in[4])&(~in[3])&in[2]&(~in[1])&(~in[0]);	 
assign bneq=~in[5]& (~in[4])&(~in[3])&in[2]&(~in[1])&in[0];		 
assign bgez=~in[5]& (~in[4])&(~in[3])&(~in[2])&(~in[1])&in[0]&	 
			branchf[0];	
assign bgtz=~in[5]& (~in[4])&(~in[3])&in[2]&in[1]&in[0];		 
assign blez=~in[5]& (~in[4])&(~in[3])&in[2]&in[1]&(~in[0]);		 
assign bltz=~in[5]& (~in[4])&(~in[3])&(~in[2])&(~in[1])&in[0]&	 
			(~branchf[0]);
assign addi=~in[5]& (~in[4])&in[3]&(~in[2])&(~in[1])&(~in[0]); 	 
assign andi=~in[5]& (~in[4])&in[3]&in[2]&(~in[1])&(~in[0]);		 
assign ori=~in[5]& (~in[4])&in[3]&in[2]&(~in[1])&in[0];			 
assign jump=~in[5]& (~in[4])&(~in[3])&(~in[2])&in[1]&(~in[0]);	 
assign jal=~in[5]& (~in[4])&(~in[3])&(~in[2])&in[1]&in[0];		 
assign regdest=rformat;
assign alusrc=lw|sw|addi|andi|ori;
assign memtoreg=lw;
assign regwrite=rformat|lw|addi|andi|ori|jal;
assign memread=lw;
assign memwrite=sw;
assign branch[2]=bgtz|blez|bltz;
assign branch[1]=bneq|bgez|bltz;
assign branch[0]=beq|bgez|blez;
assign aluop0=rformat;
assign aluop1=beq|bneq|bgez|bgtz|blez|bltz;
assign aluop2=andi;
assign aluop3=ori;
assign jcntrl=jump|jal;
assign jrcntrl=jr;
assign jalcntrl=jal;
assign alusrcz=bgez|bgtz|bltz;
endmodule
$ cat flow/run.sh
#!/bin/bash
# OpenROAD 26Q1-2900-gdf79404cd8, Yosys 0.63+post, stock flow scripts
make -C /OpenROAD-flow-scripts/flow DESIGN_CONFIG=/design/flow/config.mk WORK_HOME=/design/flow/orfs finish
==> run_results.csv <==
group,metric,value,unit
route,post_drt_wl_per_cell,11.40,um
synth,yosysMostFrequentCell,"nor2_1",
die,fp_util,0.07106,
place,gp_congestion,0.7941,
timing,tightest_slew,0.2154,ns
run_status,status,"finished with violations",
route,dr.pass1.iters,2,
synth,yosysTopAreaCell,"buf_4",
setup_path,cp-end-kind,"output port",
global_route,grt_pass1_vias,461,
timing,rsz0062_at_grt,"yes",
route,drtIter0Drc,7,
route,antennaDiodeCount,0,
synth,synthDominantCellAreaShare,0.09278,
power_and_ir_drop,p_leak,0.3494,nW
synth,ys_sh_simple,0.6753,
die,io_pins,34,
place,place_worst_setup_slack,-0.9466,ns
synth,top_cells_by_count,"6 x nor2_1, 4 x a21oi_1",
timing,fmax,518.8,MHz
setup_path,startpoint,"in[3]",
timing,relSlewSlack,0.8560,
timing,hold_viol,0,
place,hpwl,1081,um
die,die_w,80,um
setup_path,start_kind,"input pin",
synth,synth_warnings,2,
global_route,grt_start_max_net_pins,8,
setup_path,critical_path_arrival,1.61,ns
route,routed_wl,1470,um
synth,yosys_area,242.7,sq um
synth,aoi_share,0.1443,
timing,worst_slack,-0.3274,ns
synth,ys_sh_adder,0,
synth,xor_share,0.03608,
global_route,grt_pass1_wl,2304,um
run,cap_viol_max_count,0,
die,die_height,80,um
synth,mux_share,0,
route,viasPerCell,3.574,
clocking,hold_buffers,0,
hold_path,min_path_type,"input pin to output port",
die,core-area,3416,sq um
final_layout,flop-count,0,
die,rows,21,
synth,synthCells,40,
final_layout,area_growth_syn_to_layout,225.3,%
final_layout,drive_above_1_share,0.6265,
timing,slew_violations,0,
global_route,overflow,0,
power_and_ir_drop,ir_worst_vdd,0.02763,mV
setup_path,cp_max_fo,3,
synth,ys_cells,40,
setup_path,critPathRequiredTime,1.28,ns
synth,synth_area,242.7,sq um
synth,logic_family,"simple AND/OR/NAND/NOR gates",
setup_path,crit_end,"jrcntrl",
place,io_buffers,30,
synth,synth.distinct_cells,21,
timing,period_used_share,1.205,
run,openroad.warnings,39,
synth,area_leaders,"buf_4 9.3%, nor2_1 9.3%, nor3b_1 9.3%",
timing,fin_tns_setup,-2.430,ns
timing,setup_viol,9,
final_layout,nFillCells,359,
die,dieArea,6400,sq um
global_route,antenna_found_initial,0,
run_status,violations,"setup timing",
global_route,gr-usage-all-layers,0.04203,
route,drc,0,
power_and_ir_drop,p_per_area,160.8,nW/um^2
synth,ys_seq_share,0,
route,vias,461,
timing,period_needed,1.927,ns
final_layout,n_clock_buffer,0,
setup_path,crit_type,"input pin to output port",
route,antenna_left,0,
synth,synth.avg_cell_area,6.068,sq um
final_layout,flop_area,0,sq um
layer usage:
| layer | vias up | track usage | part of all wire |
|---|---|---|---|
| met4 | 0 | 0 | 0 |
| met5 | - | 0 | 0 |
| met3 | 0 | 0.009091 | 0.088 |
| met1 | 209 | 0.05409 | 0.44 |
| met2 | 20 | 0.07384 | 0.47 |
| li1 | 232 | - | - |
repair_timing:
item,4_1_cts,5_1_grt
pin swaps,14,7
buffers inserted,6,3
setup endpoints to repair,17,13
resized,85,9
cell type report:
cell class / count / area [sq um] / share of cell area
Timing Repair Buffer: 48 / 405.4 / 0.5135
Multi-Input combinational cell: 34 / 322.8 / 0.4089
Tap cell: 46 / 57.56 / 0.07290
Inverter: 1 / 3.754 / 0.004754
metrics by stage:
stage	hold WS [ns]	area, sq um	util	std cells	total power, mW
4_1_cts	0.9801	740.7	0.2169	127	0.1185
3_3_place_gp	1.582	651.9	0.1908	122	0.1039
3_5_place_dp	1.585	651.9	0.1908	122	0.1041
2_1_floorplan	0.6506	242.7	-	40	0.02969
5_1_grt	1.003	789.5	0.2311	129	0.1388
6_report	0.9804	789.5	0.2311	129	0.1269
power by group:
group / switching (mW) / internal, mW
sequential: 0 / 0
clock: 0 / 0
combinational: 0.0503 / 0.0767
total: 0.0503 / 0.0767
cells by family after synthesis:
kind of cell / count (synthesis)
AND-OR/OR-AND: 6
buffers and inverters: 6
XOR/XNOR: 1
AND/OR/NAND/NOR: 27
placed cells by master (no fill, tap or decap):
| master | Yosys | layout |
|---|---|---|
| nand3_1 | 1 | 1 |
| nand2b_4 | 0 | 2 |
| inv_1 | 1 | 1 |
| or3_4 | 0 | 2 |
| nand2b_1 | 3 | 1 |
| or4_4 | 1 | 1 |
| nand3b_1 | 1 | 1 |
| or4b_4 | 0 | 1 |
| nor3b_4 | 0 | 1 |
| clkbuf_2 | 0 | 1 |
| dlygate4sd2_1 | 0 | 10 |
| buf_2 | 1 | 7 |
| clkdlybuf4s50_1 | 0 | 6 |
| nand2_1 | 3 | 3 |
| or3b_1 | 1 | 1 |
| nor3_4 | 0 | 2 |
| buf_6 | 0 | 10 |
| a21oi_2 | 0 | 4 |
| nor3b_2 | 0 | 2 |
| nand4_1 | 1 | 1 |
| o22ai_2 | 0 | 1 |
| xnor2_1 | 1 | 1 |
| nor3_1 | 3 | 1 |
| nor2_4 | 0 | 1 |
| a2bb2oi_1 | 1 | 1 |
| buf_4 | 3 | 14 |
| nor2_1 | 6 | 3 |
| nor4_4 | 0 | 1 |
| nor2_2 | 0 | 2 |
worst max-delay path: stages:
cell	delay, ns
buf_6	0.09
or3_4	0.38
or4_4	0.45
buf_6	0.14
nor4_4	0.10
buf_2	0.13
worst min-delay path by stage:
stage                  from       end  slack, ns  cells past startpoint
final                 in[3]  memtoreg       0.98                      4
after CTS             in[3]  memtoreg       0.98                      4
after global routing  in[3]  memtoreg       1.00                      4
Power is estimated from default activity; no workload was simulated.
