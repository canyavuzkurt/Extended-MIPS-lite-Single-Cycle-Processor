## ./run.sh

```bash
#!/bin/bash
# OpenROAD 26Q1-2900-gdf79404cd8, Yosys 0.63+post, stock flow scripts
make -C /OpenROAD-flow-scripts/flow DESIGN_CONFIG=/design/flow/config.mk WORK_HOME=/design/flow/orfs finish
```

## ./config.mk

```make
export PLATFORM = sky130hd
export DESIGN_NAME = alu32
export DESIGN_NICKNAME = alu32
export VERILOG_FILES = /design/flow/design.v
export SDC_FILE = /design/flow/constraint.sdc
export NUM_CORES = 4
export LEC_CHECK = 1
export CORE_UTILIZATION = 40
```

## ./constraint.sdc

```tcl
current_design alu32

set clk_period 17.5
set clk_io_pct 0.2

create_clock -name clk0 -period $clk_period

set non_clock_inputs [all_inputs -no_clocks]
set_input_delay [expr $clk_period * $clk_io_pct] -clock clk0 $non_clock_inputs
set_output_delay [expr $clk_period * $clk_io_pct] -clock clk0 [all_outputs]
```

## ./design.v

```verilog
module alu32(sum,a,b,zout,gin); 
output [31:0] sum;
input [31:0] a,b; 
input [2:0] gin; 
reg [31:0] sum;
reg [31:0] less;
output zout;
reg zout;
always @(a or b or gin)
begin
	case(gin)
	3'b010: sum=a+b; 		 
	3'b110: sum=a+1+(~b);	 
	3'b111: begin less=a+1+(~b);	 
			if (less[31]) sum=1;	
			else sum=0;
		  end
	3'b000: sum=a & b;	 
	3'b001: sum=a|b;		 
	3'b011: sum=~(a|b);		 
	default: sum=31'bx;	
	endcase
zout=~(|sum);
end
endmodule
```

==> flow_summary.toml <==
# implementation run metrics
[run_status]
status = "completed"

[job]
max_cap_violations = 0
log.warning_count = 101

[logic_synthesis]
ys_seq_share = 0
synthTopCellsByCount = "sky130_fd_sc_hd__inv_1, sky130_fd_sc_hd__ha_1, sky130_fd_sc_hd__nor2_1"
synth_top_cell_by_count = "sky130_fd_sc_hd__inv_1"
synth_chip_area_um2 = 5860
synth.yosys.warnings = 1
avgSynthCellArea_um2 = 6.54
yosysCellCount = 896
syn_area_um2 = 5860
synthDominantCellAreaShare = 0.216
post_synth_main_area_contributors = "sky130_fd_sc_hd__ha_1, sky130_fd_sc_hd__a21oi_1, sky130_fd_sc_hd__inv_1"
synth.largest_area_cell = "sky130_fd_sc_hd__ha_1"
syn-instance-count = 896
yosysUniqueCellTypes = 86

[routing]
post_drt_via_cell_ratio = 5.97
antenna_cells = 0
antenna_violating_nets_post_route = 0
drt-pass1-iter-count = 5
routed_wirelength_mm = 20.1
vias = 6712
drc_errors = 0
first_iteration_detailed_routing_drc_count = 573
routed_wire_length_per_instance_um = 17.9

[place]
numPlacedInstances = 1125
dp_worst_setup_slack_ps = 5830
routabilityCongestion = 0.991
dp_hpwl_mm = 15.9
numPortBuffers = 100

[global_route]
number_of_global_route_vias_before_repair = 6124
pin_count_of_the_biggest_net_entering_global_routing = 67
grt.overflow.total = 0
wire_length_of_the_first_global_routing_pass_mm = 32.0
track_usage = 0.271
antenna_found_initial = 0

[final_timing]
cycle_use_final = 0.674
layout_min_cycle_time_ps = 11790
finalMaxSlewViolations = 0
tightestPinTransition_ps = 710
setup_repair_after_global_routing_missed_its_margin = "false"
fmax_mhz = 84.8
finalHoldWorstSlack_ps = 8110
setup-tns-final_ps = 0
setup_violations = 0
timing.max_slew.rel_slack = 0.515
setup_ws_ps = 5710
finalHoldViolCount = 0

[finish]
nClkBuffers = 0
filler_cell_count = 1493
comb_area_um2 = 5150
layout-drive-gt1-share = 0.0508
register_area_um2 = 0
layout-area-overhead-vs-synth_pct = 16.7
numSequentialCells = 0
layoutNonFillerInstCount = 1125

[cts]
post_cts_resize_count = 0
post_cts_hold_buffer_count = 0
cts_post_setup_buffers_inserted = 0

[setup_path]
cpMaxStageDelayCell = "sky130_fd_sc_hd__clkdlybuf4s50_1"
critical_path.startpoint_type = "input port"
critical_path.endpoint_type = "output port"
crit_required_ps = 14000
crit_arrival_ps = 8290
crit_path_max_fanout = 12
cpLargestDelayFamily = "simple AND/OR/NAND/NOR gates"
criticalPathCategory = "in2out"
path_cells = "clkdlybuf4s50_1, inv_1, ha_1, a21oi_1, nand2b_1, o21ai_0, mux2_2, nor3_1, o2111ai_1, nor4_1, nand4_1, nor4_2, nand4_1, nor4_2, clkdlybuf4s50_1"
timing.critical_path.buf_inv = 3
crit_path_max_incr_delay_ps = 520

[floorplan]
die_area_um2 = 15100
core_area_um2 = 14100
placementRows = 43
die_h_um = 123
floorplan.die.width_um = 123
initial_utilization = 0.416
io_pins = 100

[power_and_ir_drop]
pwr_density_cell_nw_per_um2 = 32.6
power_leakage_nw = 2.97
max-vdd-ir-drop_v = 0.0000136
total_power_mw = 0.223

[min_path]
hold_path_class = "in2out"
==> layer usage <==
layer / vias to the layer above / GRT usage / share of wire
li1: 3336 / - / -
met1: 3085 / 0.400 / 0.47
met2: 252 / 0.419 / 0.44
met3: 39 / 0.0348 / 0.068
met4: 0 / 0.0610 / 0.023
met5: - / 0 / 0
==> kinds of logic (layout without fill, tap and decap cells) <==
kind of cell,count (synthesis),after routing,share of synthesized area
muxes,13,13,0.0224
buffers and inverters,171,220,0.121
adders and majority gates,103,103,0.223
AOI/OAI and AO/OA,315,315,0.364
xor gates and xnor gates,22,22,0.0329
and+or+nand+nor,272,272,0.238
==> report_power, final <==
| group | leakage [nW] | total [mW] | switching (mW) | internal (mW) |
|---|---|---|---|---|
| Sequential | 0 | 0 | 0 | 0 |
| Clock | 0 | 0 | 0 | 0 |
| Combinational | 2.97 | 0.223 | 0.129 | 0.0941 |
==> worst min-delay path, stage by stage <==
cell and delay [ps]:
sky130_fd_sc_hd__buf_2 330, sky130_fd_sc_hd__a31oi_1 260, sky130_fd_sc_hd__o22ai_1 100, sky130_fd_sc_hd__clkdlybuf4s50_1 410
==> path summary, 6_finish.rpt <==
check,start,to,slack (ps),depth (start not counted)
hold / removal,gin[0],sum[3],8110,4
setup / recovery,a[7],zout,5710,15
==> area by class of cell <==
type | count | share of cell area
Inverter | 113 | 0.0624
Multi-Input combinational cell | 725 | 0.753
Tap cell | 180 | 0.0329
Timing Repair Buffer | 107 | 0.152
==> per-stage QoR <==
step,utilization,area [um^2]
after floorplan,-,5860
after global placement,0.485,6840
after detailed placement,0.485,6840
after CTS,0.485,6840
after global routing,0.485,6840
final,0.485,6840
==> cell usage in the layout (no fill, tap or decap), types with 17 or more instances in the layout <==
| cell | instances |
|---|---|
| sky130_fd_sc_hd__inv_1 | 108 |
| sky130_fd_sc_hd__ha_1 | 101 |
| sky130_fd_sc_hd__clkdlybuf4s50_1 | 97 |
| sky130_fd_sc_hd__nor2_1 | 86 |
| sky130_fd_sc_hd__a21oi_1 | 82 |
| sky130_fd_sc_hd__nand2_1 | 50 |
| sky130_fd_sc_hd__o21ai_0 | 49 |
| sky130_fd_sc_hd__nor3_1 | 25 |
| sky130_fd_sc_hd__nand3_1 | 22 |
| sky130_fd_sc_hd__a31oi_1 | 20 |
| sky130_fd_sc_hd__a211oi_1 | 20 |
| sky130_fd_sc_hd__o31ai_1 | 19 |
| sky130_fd_sc_hd__xnor2_1 | 17 |
Power and IR drop assume default switching activity.
